### /design/flow/run.sh
#!/bin/bash
# OpenROAD 26Q1-2900-gdf79404cd8, Yosys 0.63+post, stock flow scripts
make -C /OpenROAD-flow-scripts/flow DESIGN_CONFIG=/design/flow/config.mk WORK_HOME=/design/flow/orfs finish
### /design/flow/config.mk
export PLATFORM = sky130hd
export DESIGN_NAME = ForwartingUnit
export DESIGN_NICKNAME = ForwartingUnit
export VERILOG_FILES = /design/flow/design.v
export SDC_FILE = /design/flow/constraint.sdc
export NUM_CORES = 4
export LEC_CHECK = 1
export CORE_AREA = 10 10 70 70
export DIE_AREA = 0 0 80 80
### /design/flow/constraint.sdc
current_design ForwartingUnit

set clk_period 1.7
set clk_io_pct 0.2

create_clock -name clk0 -period $clk_period

set non_clock_inputs [all_inputs -no_clocks]
set_input_delay [expr $clk_period * $clk_io_pct] -clock clk0 $non_clock_inputs
set_output_delay [expr $clk_period * $clk_io_pct] -clock clk0 [all_outputs]
### /design/flow/design.v
`timescale 1ns/1ns
module ForwartingUnit(  id_ex_RegT, id_ex_RegS,
			ex_m_RegD, ex_m_RegWrite,
			ForwardA, ForwardB,
		    mem_wb_RegD, mem_wb_RegWrite);
	input [4:0] id_ex_RegT,id_ex_RegS,ex_m_RegD,mem_wb_RegD;
	input ex_m_RegWrite,mem_wb_RegWrite;
	output [1:0] ForwardA,ForwardB;
	assign ForwardA = ( mem_wb_RegWrite == 1) &&
		 ( mem_wb_RegD == id_ex_RegS ) &&
		 ( mem_wb_RegD != 0) ? 2:  
			( ex_m_RegWrite == 1) &&
		 	( ex_m_RegD == id_ex_RegS ) &&
		 	( ex_m_RegD != 0) ? 1 : 0;
 	assign ForwardB = ( mem_wb_RegWrite == 1) &&
		 ( mem_wb_RegD == id_ex_RegT ) &&
		 ( mem_wb_RegD != 0) ? 2:
			( ex_m_RegWrite == 1) &&
		 	( ex_m_RegD == id_ex_RegT ) &&
		 	( ex_m_RegD != 0) ? 1 : 0;
endmodule
==> impl_metrics.csv <==
group,metric,value,unit
pwr,power.share.switching,40.5,%
pwr,power.density,208,nW/µm²
floorplan,fp_util,7.51,%
final_layout,n_clock_buffer,0,
drt,wire_per_inst,11.5,µm
final_layout,area_delta_synth_final,183,%
global_route,grt_usage,4.18,%
hold_path,hold_path.class,"in2out",
pwr,pwr-share-seq,0,%
sta,fin_crit_sh,116,%
critical_path,worst-path-max-fanout,2,
global_route,grt_max_degree,4,
drt,ant_nets,0,
critical_path,arrival,1.63,ns
critical_path,cp-start-kind,"input pin",
sta,fmax,0.508,GHz
sta,slew_headroom,82.6,%
pwr,p_leak,0.000316,µW
pwr,clkPwrFrac,0,%
yosys,avgSynthCellArea,7.54,µm²
job,cap_violations,0,
sta,period_needed,1.97,ns
placed_design,port_buffers,26,
global_route,first_global_vias,460,
sta,final-setup-viol-count,4,
critical_path,cp_cell_sequence,"buf_6 > or4_4 > o21ai_4 > buf_6 > nor4_2 > buf_4 > nor3_2 > buf_2",
critical_path,crit_path_end_kind,"primary output",
yosys,synth_area,256,µm²
global_route,grt_antenna_before_repair,0,
yosys,ys_seq_share,0,%
final_layout,final_core_util,21.3,%
final_layout,final_common_cell,"buf_4",
sta,setup_tns,-0.780,ns
drt,drtPass1Iterations,2,
floorplan,die_h,80,µm
yosys,yosys_area,256,µm²
critical_path,path_common_cell,"buf_6",
floorplan,die_w,80,µm
placed_design,post-dp-hpwl,1200,µm
yosys,syn_inst,34,
drt,drc_errors,0,
drt,antenna_cells,0,
yosys,yosysCellCount,34,
final_layout,stdcell_area,727,µm²
clock_tree,hold_buffers,0,
critical_path,crit_end,"ForwardA[0]",
run_status,violations,"negative setup slack",
critical_path,critical-path-slowest-cell,"or4_4",
placed_design,placed_area,664,µm²
critical_path,cpPeakStageDelay,0.54,ns
final_layout,drive_above_1_share,42.1,%
global_route,globalRouteOverflowTotal,0,
job,warnings,34,
pwr,p_sw,61.3,µW
sta,worst_pin_slew,0.259,ns
floorplan,fp.coreArea,3420,µm²
drt,vias,412,
pwr,p_int,90.0,µW
critical_path,path_class,"in2out",
pwr,p_comb_share,100.0,%
sta,drv_slew,0,
sta,worst_hold_slack,1.22,ns
drt,via_per_inst,3.38,
final_layout,layout_top_cells,"14 x buf_4, 10 x xor2_1, 10 x dlygate4sd2_1",
final_layout,seq_cells,0,
yosys,synth_warnings,0,
floorplan,rows,21,
critical_path,startpoint,"mem_wb_RegD[4]",
sta,hold_viol,0,
drt,drt_iter0_drc,8,
floorplan,ios,26,
critical_path,required,1.36,ns
floorplan,die-area,6400,µm²
drt,routed_wl,1400,µm
global_route,grt_first_pass_wirelength,2200,µm
sta,fin_ws,-0.267,ns
yosys,ys_types,8,
final_layout,register_area,0,µm²
pwr,ir_worst_vdd,0.0341,mV
placed_design,gp_congestion,0.789,
run_status,outcome,"finished, violations left",
sta,rsz0062_at_grt,"true",
[layout make-up]
cell class	instances	area (µm²)
Tap cell	46	57.6
Fill cell	387	2690
Timing Repair Buffer	42	359
Multi-Input combinational cell	34	310
[metrics by stage]
stage / std cells / power (µW) / setup slack [ns]
4_1_cts: 122 / 146 / -0.269
3_5_place_dp: 118 / 141 / -0.982
6_report: 122 / 151 / -0.267
5_1_grt: 122 / 164 / -0.301
3_3_place_gp: 118 / 141 / -0.905
2_1_floorplan: 34 / 44.1 / 0.184
[power by group through the flow]
| stage | combinational, µW | clock [µW] | sequential [µW] |
|---|---|---|---|
| CTS | 146 | 0 | 0 |
| global route | 164 | 0 | 0 |
| finish | 151 | 0 | 0 |
[layer usage]
| metal | part of all wire (%) | track usage [%] | vias up |
|---|---|---|---|
| met2 | 55 | 8.11 | 12 |
| met4 | 0 | 0 | 0 |
| li1 | - | - | 207 |
| met3 | 8.6 | 1.14 | 0 |
| met1 | 37 | 4.62 | 193 |
| met5 | 0 | 0 | - |
[synthesized netlist by cell type]
| cell type | count | share of area [%] |
|---|---|---|
| o21ai_0 | 1 | 1.9 |
| xor2_1 | 10 | 34 |
| nor3_1 | 4 | 7.8 |
| xnor2_1 | 10 | 34 |
| o21ai_2 | 1 | 3.4 |
| or4_1 | 2 | 5.9 |
| nand3_1 | 4 | 7.8 |
| nor4_1 | 2 | 4.9 |
[kinds of logic (layout without fill, tap and decap cells)]
kind of cell    count (synthesis)  after routing  share of synthesized area, %
xor+xnor                       20             20                          68.3
simple gates                   12             12                          26.3
compound gates                  2              2                          5.36
buf+inv                         0             42                             0
[critical path: cells and delay by family]
kind / cells / cell delay, ns
AOI/OAI and AO/OA: 1 / 0.16
buffers and inverters: 4 / 0.45
and+or+nand+nor: 3 / 0.67
[worst min path at each step]
stage | start | end | cells past startpoint
CTS | ex_m_RegD[4] | ForwardB[0] | 4
global route | id_ex_RegS[2] | ForwardA[0] | 6
finish | id_ex_RegS[2] | ForwardA[0] | 6
[what timing repair did]
| action | in CTS | in global routing |
|---|---|---|
| setup buffers | 4 | 0 |
| pin swaps | 11 | 8 |
| setup endpoints to repair | 4 | 4 |
| gates resized | 51 | 8 |
Power and IR drop assume default switching activity.
