==> flow/design.v <==
`timescale 1ns/1ns
module Controller( regSrc, regDst, pcSrc, ALUSrc, ALUOp, regWrite, memWrite,memRead , flush, zero, opCode, func);
input zero;
input[5:0] opCode,func;
output reg [1:0] regDst = 0,regSrc = 0 ,pcSrc = 0,ALUOp = 0;
output reg ALUSrc = 0,regWrite = 0,memWrite = 0,memRead = 0,flush = 0;
parameter [5:0]
	RTYPE = 0,ADDI = 8,SLTI = 10,LW = 35,SW = 43,J = 2,JAL = 3,BEQ = 4,BNE = 5;
parameter [5:0]
	ADD = 32,SUB = 34,SLT = 42 , JR =  8;
reg[2:0] ALUcontrol = 0;
reg [1:0] branchOC;
always@(opCode, func)begin
	{regDst,regSrc,pcSrc,ALUcontrol,ALUSrc,regWrite,memWrite,branchOC,memRead} = 0;
	case(opCode)
		RTYPE:begin regSrc=2; regWrite= func==8 ? 0 : 1; memWrite=0; ALUSrc=0; regDst=1; ALUcontrol=3;  branchOC=0;end
		ADDI: begin regSrc=2; regWrite=1; memWrite=0;		     ALUSrc=1; regDst=0; ALUcontrol=0;  branchOC=0; end
		SLTI: begin regSrc=2; regWrite=1; memWrite=0; 		     ALUSrc=1; regDst=1; ALUcontrol=2;  branchOC=0; end
		LW:   begin regSrc=1; regWrite=1; memWrite=0; 	memRead=1;   ALUSrc=1; regDst=0; ALUcontrol=0;  branchOC=0; end
		SW:   begin regSrc=0; regWrite=0; memWrite=1; 		     ALUSrc=1; regDst=0; ALUcontrol=0;  branchOC=0; end
		J:    begin regSrc=0; regWrite=0; memWrite=0;     	     ALUSrc=0; regDst=0; ALUcontrol=0;  branchOC=2;  end
		JAL:  begin regSrc=0; regWrite=1; memWrite=0; 		     ALUSrc=0; regDst=2; ALUcontrol=0;  branchOC=2;  end
		BEQ:  begin regSrc=0; regWrite=0; memWrite=0; 		     ALUSrc=0; regDst=0; ALUcontrol=1;  branchOC=1;  end
		BNE:  begin regSrc=0; regWrite=0; memWrite=0; 		     ALUSrc=0; regDst=0; ALUcontrol=1;  branchOC=3;  end
		endcase
end
reg branchF;
always@(func, ALUcontrol)begin
	ALUOp = 0;branchF=0;
	if(ALUcontrol == 3)begin
		case(func)
			ADD:ALUOp = 0;
			SUB:ALUOp = 1;
			SLT:ALUOp = 2;
			JR: branchF = 1;
		endcase
	end
	else
		ALUOp = ALUcontrol;
end
always@(zero, branchF, branchOC)begin
	pcSrc = 0;flush = 0;
	if(branchF == 1) pcSrc = 3;
	else if(branchOC == 1)begin pcSrc = {1'b0,zero}; flush=zero; end
	else if(branchOC == 2) pcSrc = 2;
	else if(branchOC == 3)begin pcSrc = {1'b0,~zero}; flush=~zero; end
end
endmodule
==> flow/run.sh <==
#!/bin/bash
# OpenROAD 26Q1-2900-gdf79404cd8, Yosys 0.63+post, stock flow scripts
make -C /OpenROAD-flow-scripts/flow DESIGN_CONFIG=/design/flow/config.mk WORK_HOME=/design/flow/orfs finish
==> flow/config.mk <==
export PLATFORM = sky130hd
export DESIGN_NAME = Controller
export DESIGN_NICKNAME = Controller
export VERILOG_FILES = /design/flow/design.v
export SDC_FILE = /design/flow/constraint.sdc
export NUM_CORES = 4
export LEC_CHECK = 1
export CORE_AREA = 10 10 70 70
export DIE_AREA = 0 0 80 80
==> flow/constraint.sdc <==
current_design Controller

set clk_period 1.5
set clk_io_pct 0.2

create_clock -name clk0 -period $clk_period

set non_clock_inputs [all_inputs -no_clocks]
set_input_delay [expr $clk_period * $clk_io_pct] -clock clk0 $non_clock_inputs
set_output_delay [expr $clk_period * $clk_io_pct] -clock clk0 [all_outputs]
==> impl_metrics.ini <==
; generated from flow reports
[synthesis]
synthCells = 41
ys_cells = 41
ys_chip_area_sq_um = 267.8
syn_avg_cell_area_sq_um = 6.531
yosys_warnings = 1
synthesis.area_sq_um = 267.8
yosys.stat.seqShare_pct = 0
synth_cell_types = 28

[grt]
grt_pass1_vias = 428
antenna_found_initial = 0
grt.total_usage_pct = 3.535
grt_start_max_net_pins = 9
grt-ovfl-total = 0
grt_pass1_wl_um = 1932

[flow_run]
drv_cap = 0
log.warning_count = 34

[route]
dr.first_iter.drc_count = 20
drc = 0
wl_um = 1303
n_antenna_cell = 0
via_count = 429
routedWlPerCell_um = 10.51
via_per_inst = 3.460
dr.pass1.iters = 4
drtAntennaViolNets = 0

[placement]
routabilityCongestion = 0.7650
place_ws_ps = -858.2
place_inst = 117
dp_hpwl_um = 1025
io_buffers = 24

[worst_hold_path]
hold_path_depth = 3
hold_path.class = primary input to output port
min-delay-start = opCode[1]
whs_endpoint = regSrc[1]

[outcome]
outcome = finished with violations
violations = negative setup slack

[final_timing]
max_freq_ghz = 0.6004
setup_tns_ps = -379.6
drv_slew = 0
setup_ws_ps = -165.5
hold_violations = 0
rsz0062_at_grt = true
min_period_over_period_pct = 111.0
period_needed_ps = 1666
setup_viol = 4

[power_and_ir_drop]
cell_internal_pwr_mw = 0.07885
power_density_nw_per_um2 = 196.0
switching_share_pct = 45.13
seqPwrFrac_pct = 0
p_clk_share_pct = 0
leakagePower_nw = 0.3133
irDropWorstVdd_mv = 0.04477
p_comb_share_pct = 100.0
netSwitchingPower_mw = 0.06486

[critical_path]
slowest_stage = or4_4
worstPathRequired_ps = 1200
cp.arrival_ps = 1370
max_stage_delay_ps = 540
crit_fanout = 2
cp-start-kind = primary input
crit_chain = buf_8 > or4_4 > buf_6 > a311oi_2 > buf_2
crit_type = primary input to output port
endpoint_kind = output port

[floorplan]
io_pins = 26
rows = 21
initCoreUtil_pct = 7.839
dieArea_sq_um = 6400
core-area_sq_um = 3416
die_x_um = 80
die_y_um = 80

[clock_network]
postCtsHoldBufs = 0

[cells_and_area]
stdcell_count = 124
layout_top_cells = 11 x buf_2, 11 x buf_4, 10 x buf_6
num-clock-buffers = 0
post_route_cells_drive_above_1_share_pct = 70.51
area_growth_pct = 173.8
ff_latch_area_sq_um = 0
seq_cell_count = 0
==> synth_stat cells (2+ instances only) <==
| library cell | n | area share (%) |
|---|---|---|
| buf_4 | 2 | 5.6 |
| nand2_1 | 2 | 2.8 |
| nand3_1 | 2 | 3.7 |
| clkbuf_1 | 2 | 2.8 |
| xor2_1 | 2 | 6.5 |
| nor2_1 | 5 | 7.0 |
| nor3_1 | 4 | 7.5 |
| nand4_1 | 2 | 4.7 |
==> power by group through the flow <==
stage         clock (mW)  sequential [mW]  combinational [mW]
global route           0                0               0.155
finish                 0                0               0.144
CTS                    0                0               0.127
==> how the worst max path moves through the flow <==
stage,start,endpoint,slack [ps],cells after the start
4_1_cts,opCode[5],ALUOp[1],-180,5
5_1_grt,opCode[4],ALUOp[1],-200,5
6_report,opCode[4],ALUOp[1],-170,5
==> cell families after synthesis <==
logic type                after synthesis  share of synthesized area, %
buffers and inverters                   7                         15.88
AOI/OAI and AO/OA                       6                         19.16
other                                   1                         1.401
xor gates and xnor gates                2                         6.543
and+or+nand+nor                        25                         57.02
==> through the flow <==
step	utilization (%)	power [mW]	area, sq um	hold WS (ps)
floorplan	-	0.04396	271.5	682.5
global placement	17.95	0.1117	613.1	1612
detailed placement	17.95	0.1126	613.1	1619
CTS	20.00	0.1272	683.2	886.1
global route	21.47	0.1547	733.2	903.3
finish	21.47	0.1437	733.2	884.4
==> worst max-delay path, delay by kind of cell <==
kind / cells / cell delay [ps]
compound gates: 1 / 170
buf+inv: 3 / 350
simple gates: 1 / 540
==> per-layer routing <==
metal  track usage (%)  wire [um]
met5                 0          0
met4                 0          0
met3             1.705        163
met2             5.859        599
met1             4.293        539
==> final cells by class <==
cell class | count | area [sq um]
fillers | 374 | 2683
well taps | 46 | 57.56
inverters | 1 | 3.754
repair buffers | 42 | 336.6
multi-input cells | 35 | 335.3
==> repair_timing <==
action | 4_1_cts | 5_1_grt
buffers inserted | 6 | 2
hold endpoints to repair | 0 | 0
gates resized | 87 | 16
setup endpoints to repair | 11 | 10
cloned | 0 | 0
pin swaps | 16 | 10
Power and IR drop assume default switching activity.
